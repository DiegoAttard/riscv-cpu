File: ./config.mk
export PLATFORM = sky130hd
export DESIGN_NAME = ALU
export DESIGN_NICKNAME = ALU
export VERILOG_FILES = /design/flow/design.v
export SDC_FILE = /design/flow/constraint.sdc
export NUM_CORES = 4
export LEC_CHECK = 1
export CORE_UTILIZATION = 30
File: ./constraint.sdc
current_design ALU

set clk_period 16.4
set clk_io_pct 0.2

create_clock -name clk0 -period $clk_period

set non_clock_inputs [all_inputs -no_clocks]
set_input_delay [expr $clk_period * $clk_io_pct] -clock clk0 $non_clock_inputs
set_output_delay [expr $clk_period * $clk_io_pct] -clock clk0 [all_outputs]
File: ./design.v
package cpu_defs;
	parameter OPCODE_RTYPE = 7'b0110011;
	parameter OPCODE_ITYPE = 7'b0010011;
	parameter OPCODE_LOAD = 7'b0000011;
	parameter OPCODE_STORE = 7'b0100011;
	parameter OPCODE_BTYPE = 7'b1100011;
	parameter OPCODE_JAL = 7'b1101111;
	parameter OPCODE_JALR = 7'b1100111;
	parameter OPCODE_NOP = 7'b0000000;
	parameter FUNCT3_ADD_SUB = 3'b000;
	parameter FUNCT3_XOR = 3'b100;
	parameter FUNCT3_OR = 3'b110;
	parameter FUNCT3_AND = 3'b111;
	parameter FUNCT3_SLL = 3'b001;
	parameter FUNCT3_SRL_SRA = 3'b101;
	parameter FUNCT3_ADDI = 3'b000;
	parameter FUNCT3_BEQ = 3'b000;
	parameter FUNCT3_BNE = 3'b001;
	parameter FUNCT3_BLT = 3'b100;
	parameter FUNCT3_BGE = 3'b101;
	parameter FUNCT7_ADD = 7'b0000000;
	parameter FUNCT7_SUB = 7'b0100000;
	parameter FUNCT7_SRL = 7'b0000000;
	parameter FUNCT7_SRA = 7'b0100000;
	parameter ALU_ADD = 4'b0000;
	parameter ALU_SUB = 4'b0001;
	parameter ALU_AND = 4'b0010;
	parameter ALU_OR = 4'b0011;
	parameter ALU_XOR = 4'b0100;
	parameter ALU_SLL = 4'b0101;  
	parameter ALU_SRL = 4'b0110;  
	parameter ALU_SRA = 4'b0111;  
	parameter ALU_BEQ = 4'b1000;  
	parameter ALU_BNE = 4'b1001;  
	parameter ALU_BLT = 4'b1010;  
	parameter ALU_BGE = 4'b1011;  
	parameter ALU_NOP = 4'b1100;  
endpackage
import cpu_defs::*;
module ALU (
	input logic [31:0] a,
	input logic [31:0] b,
	input logic [3:0] alu_op,
	output logic [31:0] result
);
	always_comb begin
		case (alu_op)
			ALU_ADD: result = a + b;
			ALU_SUB: result = a - b;
			ALU_AND: result = a & b;
			ALU_OR: result = a | b;
			ALU_XOR: result = a ^ b;
			ALU_SLL: result = a << b[4:0];
			ALU_SRL: result = a >> b[4:0];
			ALU_SRA: result = $signed(a) >>> b [4:0];
			ALU_BEQ: result = (a == b) ? 32'd1 : 32'd0;  
			ALU_BNE: result = (a != b) ? 32'd1 : 32'd0;  
			ALU_BLT: result = (a < b) ? 32'd1 : 32'd0;  
			ALU_BGE: result = (a >= b) ? 32'd1 : 32'd0;  
			ALU_NOP: result = 32'd0;
			default: result = 32'd0;
		endcase
	end
endmodule
File: ./run.sh
#!/bin/bash
# OpenROAD 26Q1-2900-gdf79404cd8, Yosys 0.63+post, stock flow scripts
make -C /OpenROAD-flow-scripts/flow DESIGN_CONFIG=/design/flow/config.mk WORK_HOME=/design/flow/orfs finish
==> Changelog: implementation <==
### Physical design

- Status: finished clean
- Peak VDD IR: 0.0203 mV
- CP endpoint: result[29]
- Initial antenna violation count: 0
- Routed wire length: 41.9 mm
- Power per cell area: 35.3 mW/mm^2
- Synth Cell Area: 0.00868 sq mm
- Met1 GRT Util: 42.7%
- Arrival time worst endpoint: 7800 ps
- Core Util at FP: 30.9%
- Critical path start-end classification: in -> out
- Switching power: 211 uW
- Critical path fanouts, max: 50
- Post-CTS Setup Bufs: 0
- IO Port Bufs: 100
- Post-synthesis cell count: 1254
- Simple Share, Synth: 21.4%
- Layout cells sized above 1: 8.71%
- DR vias/cell: 6.27
- Comb power frac: 100.0%
- Fin crit period: 11080 ps
- Syn Area/Cell: 6.92 sq um
- Tot GR Track Use: 29.0%
- Die area: 0.0296 sq mm
- Final ANT Viol Nets: 0
- # Cells Yosys: 1254
- Setup TNS: 0 ps
- Crit. End Element: output pin
- Largest combinational cell category by area: AND-OR/OR-AND gates
- Period utilization: 67.6%
- Final Wtd Congestion: 1.05
- Gr busiest metal: met2
- Seq cells: 0
- Synth mux share: 20.0%
- Reg area: 0 sq um
- RSZ-0062 raised after global routing: no
- Area Growth Syn to Fin: 13.9%
- Vias in the first global route: 9647
- Synth Area in Adders: 14.6%
- Post-CTS Hold Fix Bufs: 0
- Core area: 0.0281 sq mm
- Startpoint types: input pin
- Max-Slew Margin vs Limit: 45.7%
- Number of I/O pins: 100
- Design area: 0.00989 sq mm
- Critical Path Source: b[2]
- Drt pass-1 iters: 6
- Clock Power Share: 0%
- Via count: 10357
- Complex Gates by Area: 32.6%
- Antenna diodes: 0
- Switching Share: 60.6%
- GR Overflow Total: 0
- Most numerous logic cells after layout: nor2_1 (169), a21oi_1 (127), ha_1 (98)
- HPWL after detailed placement: 32.7 mm
- M3 GR Usage: 4.96%
- Largest net degree at the start of global routing: 61
- Die Wd: 172 um
- Placed Area: 0.00989 sq mm
- Final Hold Vio Count: 0
- Internal power: 137 uW
- Leakage power: 3.84 nW
- DRT iter0 DRCs: 1198
- First-pass GRT wire length: 62.3 mm
- Post-Synth XOR/XNOR Area: 2.42%
- Drt drc: 0
- Synthesis area per yosys: 0.00868 sq mm
- Tool warnings: 98
- Met2 Track Usage GR: 43.8%
- Register share of total power: 0%
- Path category of the worst min-delay check: in -> out
- Chip Height: 172 um
- Max-cap violations: 0
- Max Slew Vio Count: 0
- Worst Tran Pin Value: 811 ps
- CLK BUF: 0
- Max Fclk: 90.3 MHz
- Yosys cell types: 77
- Synth Seq Share: 0%
- Synth warn: 1
- Setup-failing EPs final: 0
- Worst path required time: 13120 ps
- Resized Gates After CTS: 0
- Row Count: 61
- Most instantiated logic cell after routing: nor2_1
- DR WL/cell: 25.4 um
-- power groups by stage --
stage	registers, mW	clock network (mW)	logic [mW]
CTS	0	0	0.341
global route	0	0	0.373
finish	0	0	0.349
-- critical path, cell delays in order --
cell and delay (ps):
clkdlybuf4s50_1 450, buf_4 450, inv_2 50, buf_4 350, ha_1 560, o21ai_1 90, o21ai_1 230, o2111ai_1 390
a21oi_2 490, o21ai_1 140, a2111o_1 440, a31o_1 230, a31o_1 220, clkdlybuf4s50_1 400
-- cells in the mapped netlist (17+ instances only) --
| cell type | instances | area [sq um] |
|---|---|---|
| a211oi_1 | 20 | 150 |
| a21oi_1 | 127 | 636 |
| a221oi_1 | 20 | 175 |
| buf_2 | 21 | 105 |
| clkbuf_1 | 61 | 229 |
| ha_1 | 98 | 1230 |
| inv_1 | 92 | 345 |
| mux2i_1 | 27 | 270 |
| mux4_2 | 63 | 1420 |
| nand2_1 | 90 | 338 |
| nand3_1 | 24 | 120 |
| nor2_1 | 169 | 634 |
| nor3_1 | 26 | 130 |
| o211ai_1 | 37 | 278 |
| o21ai_0 | 86 | 430 |
| o21ai_1 | 17 | 85.1 |
| or3_1 | 20 | 125 |
| xnor2_1 | 19 | 166 |
-- worst min-delay path by stage --
stage | start | endpoint | slack, ps | cells past startpoint
CTS | alu_op[0] | result[24] | 7440 | 4
finish | alu_op[0] | result[24] | 7440 | 4
global route | alu_op[0] | result[24] | 7490 | 4
-- metrics by stage --
stage          worst slack (ps)  utilization (%)  power, mW  std cells  hold slack, ps
4_1_cts                    5410             35.2      0.341       1653            7440
5_1_grt                    5070             35.2      0.373       1653            7490
6_report                   5320             35.2      0.349       1653            7440
3_3_place_gp               5480             35.2      0.341       1653            7440
3_5_place_dp               5440             35.2      0.339       1653            7440
2_1_floorplan              6820                -      0.210       1254            6680
-- cell type report --
type / count / area [sq um]
Fill cell: 3045 / 18200
Inverter: 95 / 357
Multi-Input combinational cell: 1058 / 7910
Tap cell: 378 / 473
Timing Repair Buffer: 122 / 1150
-- metal layers --
layer / vias up / share of wire, %
li1: 4718 / -
met1: 4965 / 42
met2: 601 / 44
met3: 73 / 10
met4: 0 / 3.3
met5: - / 0
-- cell families (layout without fill, tap and decap cells) --
family	count (synthesis)	count (layout)
xor+xnor	24	24
mux	94	94
buf+inv	196	217
fa+ha+maj	100	100
compound gates	436	436
simple gates	404	404
Power and IR drop assume default switching activity.
