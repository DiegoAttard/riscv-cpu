File: flow/design.v
package cpu_defs;
	parameter OPCODE_RTYPE = 7'b0110011;
	parameter OPCODE_ITYPE = 7'b0010011;
	parameter OPCODE_LOAD = 7'b0000011;
	parameter OPCODE_STORE = 7'b0100011;
	parameter OPCODE_BTYPE = 7'b1100011;
	parameter OPCODE_JAL = 7'b1101111;
	parameter OPCODE_JALR = 7'b1100111;
	parameter OPCODE_NOP = 7'b0000000;
	parameter FUNCT3_ADD_SUB = 3'b000;
	parameter FUNCT3_XOR = 3'b100;
	parameter FUNCT3_OR = 3'b110;
	parameter FUNCT3_AND = 3'b111;
	parameter FUNCT3_SLL = 3'b001;
	parameter FUNCT3_SRL_SRA = 3'b101;
	parameter FUNCT3_ADDI = 3'b000;
	parameter FUNCT3_BEQ = 3'b000;
	parameter FUNCT3_BNE = 3'b001;
	parameter FUNCT3_BLT = 3'b100;
	parameter FUNCT3_BGE = 3'b101;
	parameter FUNCT7_ADD = 7'b0000000;
	parameter FUNCT7_SUB = 7'b0100000;
	parameter FUNCT7_SRL = 7'b0000000;
	parameter FUNCT7_SRA = 7'b0100000;
	parameter ALU_ADD = 4'b0000;
	parameter ALU_SUB = 4'b0001;
	parameter ALU_AND = 4'b0010;
	parameter ALU_OR = 4'b0011;
	parameter ALU_XOR = 4'b0100;
	parameter ALU_SLL = 4'b0101;  
	parameter ALU_SRL = 4'b0110;  
	parameter ALU_SRA = 4'b0111;  
	parameter ALU_BEQ = 4'b1000;  
	parameter ALU_BNE = 4'b1001;  
	parameter ALU_BLT = 4'b1010;  
	parameter ALU_BGE = 4'b1011;  
	parameter ALU_NOP = 4'b1100;  
endpackage
module RegisterFile (
	input logic clock,
	input logic reset,
	input logic regWrite,
	input logic [4:0] readAddr1,
	input logic [4:0] readAddr2,
	input logic [4:0] writeAddr,
	input logic [31:0] writeData,
	output logic [31:0] readData1,
	output logic [31:0] readData2
);
	logic [31:0] registerArray [0:31];
	always_ff @(posedge clock) begin
		if (reset) begin
			for (int i = 0; i < 32; i++) begin
				registerArray[i] <= 0;
			end
		end else if (regWrite && writeAddr) begin
			registerArray[writeAddr] <= writeData;
		end
	end
	assign readData1 = (readAddr1 != 0) ? registerArray[readAddr1] : 0;
	assign readData2 = (readAddr2 != 0) ? registerArray[readAddr2] : 0;
endmodule
File: flow/run.sh
#!/bin/bash
# OpenROAD 26Q1-2900-gdf79404cd8, Yosys 0.63+post, stock flow scripts
make -C /OpenROAD-flow-scripts/flow DESIGN_CONFIG=/design/flow/config.mk WORK_HOME=/design/flow/orfs finish
File: flow/config.mk
export PLATFORM = sky130hd
export DESIGN_NAME = RegisterFile
export DESIGN_NICKNAME = RegisterFile
export VERILOG_FILES = /design/flow/design.v
export SDC_FILE = /design/flow/constraint.sdc
export NUM_CORES = 4
export LEC_CHECK = 1
export CORE_UTILIZATION = 50
File: flow/constraint.sdc
current_design RegisterFile

set clk_period 26.2
set clk_io_pct 0.2

create_clock -name clk0 -period $clk_period [get_ports {clock}]

set non_clock_inputs [all_inputs -no_clocks]
set_input_delay [expr $clk_period * $clk_io_pct] -clock clk0 $non_clock_inputs
set_output_delay [expr $clk_period * $clk_io_pct] -clock clk0 [all_outputs]
==> results.yml <==
# flow metrics
critical_path:
  path_cells: "buf_8 > buf_4 > buf_4 > buf_4 > buf_4 > mux4_2 > a22o_1 > a2111oi_1 > nor3_1 > clkdlybuf4s50_1"
  cp.arrival_ns: 10.23
  criticalPathCategory: "in2out"
  path_common_cell: "buf_4"
  start_kind: "input pin"
  crit_required_ns: 20.96
  critPathBufInv: 6
  critical-path-top-delay-family: "buffers and inverters"
  slowest_stage: "buf_4"
  end_kind: "primary output"
  max_stage_delay_ns: 0.64
  cp_max_fo: 50
run:
  maxCapViolations: 0
  log.warning_count: 26
die:
  dieWidth_um: 331
  die_h_um: 331
  coreArea_um2: 107000
  fp_util_pct: 50.5
  io_pins: 114
  num_rows: 120
  chipArea_um2: 110000
global_route:
  grt_usage_pct: 37.2
  grt_antenna_before_repair: 4
  grt_max_degree: 79
  grt_pass1_vias: 36802
  grt.overflow.total: 0
  grt_first_pass_wirelength_um: 259000
yosys:
  logic_family: "multiplexers"
  synth_area_um2: 54200
  synth-async-reset-ratio_pct: 0
  mux_share_pct: 23.0
  ys_cells: 3502
  synth_warnings: 1
  ys_chip_area_um2: 54200
  syn_inst: 3502
  synth_xor_xnor_area_share_pct: 0
  largest_area_cell: "edfxtp_1"
  ys_sh_aoi_pct: 3.65
  synth.avg_cell_area_um2: 15.5
  ys_sh_simple_pct: 13.3
  edf_count: 1024
  ys_seq_elements: 1024
  ys_seq_share_pct: 56.7
  top_cells_by_count: "edfxtp_1, and2_1, mux4_2, clkbuf_1, mux2i_1"
  most_common_cell: "edfxtp_1"
  synthTopCellsByArea: "edfxtp_1, mux4_2, and2_1, mux2i_1, clkbuf_1"
  top_area_share_pct: 56.7
  ys_sh_adder_pct: 0
  ys.flop_type: "edfxtp_1"
  synth_cell_types: 42
run_status:
  outcome: "complete, no violations"
final_timing:
  min_period_over_period_pct: 59.1
  rsz0062_at_grt: "no"
  slew_violations: 0
  fmax_ghz: 0.0646
  fin_setup_tns_ns: 0
  setup_viol: 0
  post-route-min-period_ns: 15.47
  finalHoldViolations: 0
  setup_slack_ns: 10.73
  tightest_slew_ns: 1.17
  slew_headroom_pct: 21.5
final_layout:
  largest_reg_flops: 1024
  top_register: "registerArray"
  drive_gt1_share_pct: 25.3
  utilization_pct: 56.4
  fillers: 7943
  area_delta_synth_final_pct: 11.6
  logic_area_um2: 22000
  seq_area_um2: 30700
  largestRegisters: "registerArray (1024)"
routing:
  wirelength_um: 180000
  drt_iter0_markers: 2095
  num_vias: 32790
  via_per_inst: 6.52
  antenna_left: 0
  dr.pass1.iters: 5
  route.detailed.drc: 0
  routedWlPerCell_um: 35.8
worst_hold_path:
  hold_path_class: "in2reg"
clocking:
  htreeDepth: 3
  cts.clk_slew.worst_paths_ns: 0.07
  postCtsResizedCells: 0
  root_buffer: "clkbuf_16"
  cts_buffer_depth: 3
  cts_sinks: 1024
  cts_hold_buf: 0
  cts_setup_buffers: 0
  numCtsBuffers: 111
  cts_tree: "built"
power:
  max-vdd-ir-drop_mv: 0.0487
  power_density_nw_per_um2: 66.3
  p_leak_uw: 0.0207
placement:
  dp_hpwl_um: 104000
  gp_congestion: 0.954
  dp_slack_ns: 10.62
  port_buffers: 113
==> layout by cell type (no fill, tap or decap), types with 9 or more instances in the layout <==
cell type	synthesis	layout
a2111oi_0	14	14
a2111oi_1	41	41
a21oi_1	12	12
a22o_1	51	51
a22oi_1	16	16
and2_1	995	994
buf_4	32	165
bufinv_16	0	15
clkbuf_1	272	16
clkbuf_16	0	113
clkdlybuf4s50_1	0	104
clkinv_1	0	20
clkinv_2	0	21
conb_1	1	32
edfxtp_1	1024	1024
mux2_2	30	30
mux2i_1	150	150
mux4_2	472	472
nor2_2	0	23
nor2_4	0	9
nor2b_1	14	12
nor3_1	54	54
o22ai_1	103	103
or2_2	33	33
==> report_power, final <==
| part | internal, uW | switching, uW |
|---|---|---|
| sequential | 1890 | 46.5 |
| clock | 934 | 659 |
| combinational | 213 | 268 |
==> cell type report <==
cell class / instances / area share [%]
diodes: 1 / 0.00414
clock buffers: 129 / 4.77
clock inverters: 75 / 1.30
inverters: 2 / 0.0124
multi-input cells: 2120 / 36.3
flip-flops and latches: 1024 / 50.8
well taps: 1403 / 2.90
repair buffers: 277 / 3.90
==> cells by family (layout without fill, tap and decap cells) <==
logic type | count (synthesis) | count (layout)
flops | 1024 | 1024
other cells | 1 | 33
simple gates | 1177 | 1177
mux | 652 | 652
compound gates | 259 | 259
buf+inv | 389 | 483
==> layer usage <==
metal	global-route usage (%)	routed length, um
met5	3.04	361
met3	29.3	33600
met1	44.1	55100
met4	14.7	9600
met2	51.8	81700
==> path summary, 6_finish.rpt <==
kind / from / end / slack [ns] / cells after the start
max: readAddr2[0] / readData2[4] / 10.73 / 10
min: reset / registerArray[0][7]$_SDFFCE_PN0P_ / 5.08 / 1
==> metrics by stage <==
step           cells  total power [uW]  cell area, um^2  hold WS (ns)
2_1_floorplan   3533              2240            54300          5.44
3_3_place_gp    4826              2440            56800          5.78
3_5_place_dp    4826              2450            56800          5.79
4_1_cts         5030              4030            60500          5.05
5_1_grt         5030              4130            60500          5.06
6_report        5031              4010            60500          5.08
Power is estimated from default activity; no workload was simulated.
