==> design/flow/design.v <==
package cpu_defs;
	parameter OPCODE_RTYPE = 7'b0110011;
	parameter OPCODE_ITYPE = 7'b0010011;
	parameter OPCODE_LOAD = 7'b0000011;
	parameter OPCODE_STORE = 7'b0100011;
	parameter OPCODE_BTYPE = 7'b1100011;
	parameter OPCODE_JAL = 7'b1101111;
	parameter OPCODE_JALR = 7'b1100111;
	parameter OPCODE_NOP = 7'b0000000;
	parameter FUNCT3_ADD_SUB = 3'b000;
	parameter FUNCT3_XOR = 3'b100;
	parameter FUNCT3_OR = 3'b110;
	parameter FUNCT3_AND = 3'b111;
	parameter FUNCT3_SLL = 3'b001;
	parameter FUNCT3_SRL_SRA = 3'b101;
	parameter FUNCT3_ADDI = 3'b000;
	parameter FUNCT3_BEQ = 3'b000;
	parameter FUNCT3_BNE = 3'b001;
	parameter FUNCT3_BLT = 3'b100;
	parameter FUNCT3_BGE = 3'b101;
	parameter FUNCT7_ADD = 7'b0000000;
	parameter FUNCT7_SUB = 7'b0100000;
	parameter FUNCT7_SRL = 7'b0000000;
	parameter FUNCT7_SRA = 7'b0100000;
	parameter ALU_ADD = 4'b0000;
	parameter ALU_SUB = 4'b0001;
	parameter ALU_AND = 4'b0010;
	parameter ALU_OR = 4'b0011;
	parameter ALU_XOR = 4'b0100;
	parameter ALU_SLL = 4'b0101;  
	parameter ALU_SRL = 4'b0110;  
	parameter ALU_SRA = 4'b0111;  
	parameter ALU_BEQ = 4'b1000;  
	parameter ALU_BNE = 4'b1001;  
	parameter ALU_BLT = 4'b1010;  
	parameter ALU_BGE = 4'b1011;  
	parameter ALU_NOP = 4'b1100;  
endpackage
import cpu_defs::*;
module ImmediateGenerator (
	input logic [31:0] instruction,
	output logic [31:0] immediate
);
	always_comb begin
		case (instruction[6:0])
			OPCODE_ITYPE: begin
				immediate <= {{20{instruction[31]}}, instruction[31:20]};
			end
			OPCODE_LOAD: begin
				immediate <= {{20{instruction[31]}}, instruction[31:20]};
			end
			OPCODE_STORE: begin
				immediate <= {{20{instruction[31]}}, instruction[31:25], instruction[11:7]};
			end
			OPCODE_BTYPE: begin
				immediate <= {{19{instruction[31]}}, instruction[31], instruction[7], instruction[30:25], instruction[11:8], 1'b0};
			end
			OPCODE_JAL: begin
				immediate <= {{11{instruction[31]}}, instruction[31], instruction[19:12], instruction[20], instruction[30:21], 1'b0};
			end
			OPCODE_JALR: begin
				immediate <= {{20{instruction[31]}}, instruction[31:20]};
			end
			default: immediate = 32'd0;
		endcase
	end
endmodule
==> design/flow/run.sh <==
#!/bin/bash
# OpenROAD 26Q1-2900-gdf79404cd8, Yosys 0.63+post, stock flow scripts
make -C /OpenROAD-flow-scripts/flow DESIGN_CONFIG=/design/flow/config.mk WORK_HOME=/design/flow/orfs finish
==> design/flow/config.mk <==
export PLATFORM = sky130hd
export DESIGN_NAME = ImmediateGenerator
export DESIGN_NICKNAME = ImmediateGenerator
export VERILOG_FILES = /design/flow/design.v
export SDC_FILE = /design/flow/constraint.sdc
export NUM_CORES = 4
export LEC_CHECK = 1
export CORE_AREA = 10 10 70 70
export DIE_AREA = 0 0 80 80
==> design/flow/constraint.sdc <==
current_design ImmediateGenerator

set clk_period 1.9
set clk_io_pct 0.2

create_clock -name clk0 -period $clk_period

set non_clock_inputs [all_inputs -no_clocks]
set_input_delay [expr $clk_period * $clk_io_pct] -clock clk0 $non_clock_inputs
set_output_delay [expr $clk_period * $clk_io_pct] -clock clk0 [all_outputs]
==> flow_metrics.tcl <==
# flow metrics
set metrics [dict create \
    status "complete, but fails checks" \
    violations "negative setup slack" \
    drt-total-wl_um 2280 \
    cp.required_ns 1.52 \
    hold_viol_final 0 \
    synth_area_um2 389 \
    crit_type "primary input to output pin" \
    area_growth_pct 222 \
    final-setup-viol-count 17 \
    antenna-diode-count 0 \
    die_w_um 80 \
    stdcell_count 175 \
    gp_congestion 0.761 \
    synth.distinct_cells 21 \
    dr.pass1.iters 4 \
    die_y_um 80 \
    slew_headroom_pct 85.8 \
    dp_cells 157 \
    worst_pin_slew_ns 0.214 \
    warnings 34 \
    synthTopCellsByArea "buf_4 21%, a21o_1 15%, and2_1 11%" \
    path_cells "buf_6 > nand4b_1 > buf_4 > a211o_1 > a21boi_4 > buf_4 > buf_6 > a21o_1 > buf_2" \
    whs_ns 1.32 \
    path_buffers 5 \
    grt_pass1_wl_um 3510 \
    maxCapViolations 0 \
    antenna_left 0 \
    core_area_mm2 0.00342 \
    flop_area_um2 0 \
    vias_per_cell 3.93 \
    grt_use_total_pct 6.49 \
    top_area_share_pct 21.2 \
    rows 21 \
    crit_path_end_kind "output pin" \
    drt_iter0_drc 10 \
    io_buffers 64 \
    startpoint_type "primary input" \
    timing.fmax_ghz 0.491 \
    ys_seq_share_pct 0 \
    ir_worst_vdd_v 0.0000617 \
    cp_top_family "buffers and inverters" \
    critPathArrivalTime_ns 1.66 \
    fin_util_pct 36.6 \
    dieArea_mm2 0.00640 \
    place_hpwl_um 1850 \
    syn_area_per_cell_um2 8.11 \
    rsz0062_at_grt "true" \
    path_max_fanout 3 \
    synthCells 48 \
    fp_util_pct 11.4 \
    ff_count 0 \
    num_io_pins 64 \
    remaining_drc_errors 0 \
    fin_ws_ns -0.136 \
    clkbuf_count 0 \
    hold_class "primary input to output pin" \
    period_used_pct 107 \
    maxSlewViolCount 0 \
    yosys-stat-cells 48 \
    drive_above_1_share_pct 59.7 \
    cp_slowest_cell "a211o_1" \
    antenna_found_initial 0 \
    comb_area_um2 364 \
    largest_area_cell "buf_4" \
    num_vias 687 \
    gr-total-overflow 0 \
    fin_tns_setup_ns -1.04 \
    grt_max_degree 9 \
    place_ws_ns -0.810 \
    powerDensity_mw_per_mm2 118 \
    ys_area_um2 389 \
    min_period_ns 2.04 \
    grt_pass1_vias 741 \
    yosys_warnings 1 \
    wl_per_cell_um 13.1 \
    cpPeakStageDelay_ns 0.25 \
    nFillCells 331 \
    p_leak_uw 0.000665 \
]
Yosys cell counts, types with 2 or more instances:
cell,number
nor2_1,2
buf_4,11
a22o_1,4
a21o_1,8
and2_1,7
power breakdown:
group          switching (uW)  internal, uW  total, uW  leakage (uW)
clock network               0             0          0             0
logic                    40.3           107        147      0.000665
registers                   0             0          0             0
worst paths after layout:
| check | startpoint | end | slack [ns] | cells after the start |
|---|---|---|---|---|
| worst min-delay path | instruction[3] | immediate[0] | 1.32 | 5 |
| worst max-delay path | instruction[4] | immediate[19] | -0.14 | 9 |
cell families after synthesis:
family                 synth area share [%]
AOI/OAI and AO/OA                      42.8
buffers and inverters                  22.2
muxes                                  2.57
and+or+nand+nor                        32.5
per-stage QoR:
| stage | power [uW] | area (um^2) |
|---|---|---|
| floorplan | 23.7 | 390 |
| global placement | 127 | 1080 |
| detailed placement | 128 | 1080 |
| CTS | 136 | 1150 |
| global route | 159 | 1250 |
| finish | 147 | 1250 |
metal layers:
metal	global-route usage (%)	vias up	part of all wire (%)
met2	10.3	47	44
met4	0	0	0
met5	0	-	0
met1	7.52	304	38
li1	-	336	-
met3	4.43	0	17
final cells by class:
type                       instances  share of cell area [%]
tap                               46                    4.60
multi-input combinational         37                    29.1
timing repair buffer              91                    66.0
inverter                           1                   0.300
cell usage in the layout (no fill, tap or decap), drive strengths merged:
cell type,count
nor3,1
inv,1
a32o,1
nor2,2
nand3,1
or2,1
or3,1
clkdlybuf4s50,25
a221o,1
and2,8
dlygate4sd2,1
o31ai,1
or2b,1
a22o,4
nand2,1
clkdlybuf4s15,1
mux2i,1
buf,64
o32ai,1
a211o,1
nand4b,1
nand4bb,1
a21boi,1
a21o,8
repair_timing:
action	4_1_cts	5_1_grt
buffers inserted	16	3
hold endpoints to repair	0	0
pin swaps	13	6
hold buffers	0	0
resized	151	21
setup endpoints to repair	32	30
gates cloned	1	0
Power and IR drop assume default switching activity.
